===== flow/design.v =====
module ClkDiv(clk, clkOut); 
   input clk; 
   output reg clkOut;
   parameter divVal = 4;  
   reg[3:0] divCnt;
   initial begin divCnt = 0; clkOut = 0; end   
   always @(posedge clk) begin
      if (divCnt == divVal) begin
            clkOut = ~clkOut;
            divCnt = 0;
      end
      else begin
            divCnt = divCnt + 1;
      end
   end
endmodule
module Count4(
  input clk, rst, enable, upDown,  
  output reg [3:0] count  
); 
  always @(posedge clk or posedge rst) begin  
    if (rst) begin
      count <= 4'b0000;  
    end else if (enable) begin
      if (upDown) begin
        if (count == 4'b1111) begin
          count <= 4'b0000;  
        end else begin
          count <= count + 1;  
        end
      end else begin
        if (count == 4'b0000) begin
          count <= 4'b1111;  
        end else begin
          count <= count - 1;  
        end
      end
    end
  end
endmodule  
module Seg7decode(
    input [3:0] bin,  
    output reg [6:0] seg7  
);
    always @(bin) begin  
        case(bin)
            4'b0000: seg7 = 7'b0000001;  
            4'b0001: seg7 = 7'b1001111;  
            4'b0010: seg7 = 7'b0010010;  
            4'b0011: seg7 = 7'b0000110;  
            4'b0100: seg7 = 7'b1001100;  
            4'b0101: seg7 = 7'b0100100;  
            4'b0110: seg7 = 7'b0100000;  
            4'b0111: seg7 = 7'b0001111;  
            4'b1000: seg7 = 7'b0000000;  
            4'b1001: seg7 = 7'b0000100;  
            4'b1010: seg7 = 7'b0001000;  
            4'b1011: seg7 = 7'b1100000;  
            4'b1100: seg7 = 7'b0110001;  
            4'b1101: seg7 = 7'b1000010;  
            4'b1110: seg7 = 7'b0110000;  
            4'b1111: seg7 = 7'b0111000;  
            default: seg7 = 7'b1101010;  
        endcase
    end
endmodule
module Top(
    input clk, rst, enable, upDown,
    output reg [3:0] count,  
    output [6:0] seg7  
); 
    wire clkCounter;   
    wire [3:0] count_out;  
    ClkDiv clk_div_inst(
        .clk(clk),
        .clkOut(clkCounter)
    );
    Count4 counter_inst(
        .clk(clkCounter),
        .rst(rst),
        .enable(enable),
        .upDown(upDown),
        .count(count_out)
    );
    Seg7decode seg7_inst(
        .bin(count_out),
        .seg7(seg7)
    );
    always @(posedge clk) begin
        if (enable && !rst) begin
            count <= count_out;
        end else begin
            count <= 4'b0000;  
        end
    end
endmodule

===== flow/run.sh =====
#!/bin/bash
# OpenROAD 26Q1-2900-gdf79404cd8, Yosys 0.63+post, stock flow scripts
make -C /OpenROAD-flow-scripts/flow DESIGN_CONFIG=/design/flow/config.mk WORK_HOME=/design/flow/orfs finish

===== flow/config.mk =====
export PLATFORM = sky130hd
export DESIGN_NAME = Top
export DESIGN_NICKNAME = Top
export VERILOG_FILES = /design/flow/design.v
export SDC_FILE = /design/flow/constraint.sdc
export NUM_CORES = 4
export LEC_CHECK = 1
export CORE_AREA = 10 10 90 90
export DIE_AREA = 0 0 100 100

===== flow/constraint.sdc =====
current_design Top

set clk_period 2.3
set clk_io_pct 0.2

create_clock -name clk0 -period $clk_period [get_ports {clk}]

set non_clock_inputs [all_inputs -no_clocks]
set_input_delay [expr $clk_period * $clk_io_pct] -clock clk0 $non_clock_inputs
set_output_delay [expr $clk_period * $clk_io_pct] -clock clk0 [all_outputs]

==> run notes <==
Numbers from the implementation run.

The yosys-reported design area after synthesis is between 800 and 900 sq um. The initial antenna violation count came to 0. Across the run, the number of max-cap violations was 0. Along the critical path, the tally of buffer and inverter instances is 1. The routed layout has roughly 650 vias.

Looking at the VDD voltage map, the peak drop is 200 uV. TritonRoute output was used to compute an average wire per cell of around 10 um. The critical path start-end classification is reg -> out. The die covers 0.0100 sq mm. The number of global-route vias before repair is 655. The vertical die dimension is about 100 um. The number of enable-type register cells in the synthesized netlist is 1. The number of H-tree branching levels is 1. The yosys cell count is ~89. After clock tree synthesis, the setup repair step added 0 buffers. The worst hold slack across all endpoints is 0.464 ns. The total of buffers placed on input and output ports is 14. The final setup violation count is 0. Setup repair after global routing left no endpoint under its margin. After routing, the total negative slack on setup checks comes to 0 ns. Measured against its own limit, the worst slew margin works out to between 50% and 60%.

The number of filler instances in the final layout is 690. TritonCTS built the clock tree. Note, the detailed placer reported a final HPWL of between 1000 and 1500 um.

The main area contributors are sky130_fd_sc_hd__dfxtp_1 (18%), sky130_fd_sc_hd__dfrtp_1 (11%), sky130_fd_sc_hd__ha_1 (11%), sky130_fd_sc_hd__buf_6 (5.0%), sky130_fd_sc_hd__mux2i_1 (4.5%). The most frequent standard cell in the layout excluding fill and tap cells is sky130_fd_sc_hd__clkdlybuf4s50_1. The number of cells upsized or downsized after cts is 0. The warning tally printed by Yosys for this design is 4.

For this design the top-level I/O count stands at 15. The pre-antenna-repair detailed-routing pass consisted of 2 iterations. The per-instance average area after synthesis is between 10 and 15 sq um. The longest individual stage delay on the worst path is 0.46 ns. The root buffer selected by CTS is sky130_fd_sc_hd__clkbuf_8. At the end of the flow the core is filled with cells to about 18%. The timer found 4 register pins that no clock reaches; their paths are not timed. The floorplan-stage core utilization is ~14%.

For the worst reg-to-reg path, the startpoint reported by OpenROAD is clk_div_inst.divCnt[0]. The async set-reset flop share out of synthesis is 30.8%. The count of different cell masters after synthesis is 39. Global routing used between 3 and 4% of the available tracks.

In this run the cell area of the synthesized design comes to roughly 900 sq um. The clock transition at the registers of the reported paths is 0.04 ns. Per the post-route antenna check, the number of violating nets is 0.

On the critical path the data arrives at 0.99 ns. 11 endpoints have no timing constraint. The area taken by multi-input combinational cells is reported as 515 sq um. The report lists the cells along the critical path as clkdlybuf4s50_1. The capturing element type of the critical path is an output port.

The global-route wire length before repair is 3070 um. The number of logged tool warnings is 31. The largest net degree at the start of global routing is 21. Counting along the longest clock path gives a buffer depth of 2.

The number of buffers inserted during clock tree synthesis is 3. In this run, post-CTS hold repair placed 0 buffers. The launch point of the worst min-delay path is recorded as clk_div_inst.divCnt[3]. The highest clock rate this design can be run at is 689 MHz. The fraction of final layout cells with drive strength greater than 1 is 13.9%. The placeable core area is about 0.0063 sq mm. The diode insertion count for antenna repair is 0. The wire length after detailed routing is about 1800 um. The die span in x is about 100 um.

The worst hold path class is reg -> reg. The worst-case clock skew is approximately 0.0014 ns. The routed layout reports a DRC error count of 0. The number of DRC violations after detailed-routing iteration 0 is 31. The worst reg-to-reg setup slack is 1.20 ns.

The global placer's final weighted congestion is between 0.7 and 0.8. Sequential cells were found to cover 32.3% of the synthesized design area. From synthesis to final layout, the design area changed by 24.2%. The flow ran to the end, and the final reports show no timing, DRC or antenna violations. The power per cell area is between 300 and 400 mW/mm^2. Counting flops and latches in the post-synthesis netlist gives 13.

The final critical path time including I/O delays and setup is about 1.5 ns. For the worst reg-to-reg path, the endpoint reported by OpenROAD is clk_div_inst.clkOut. Counting instances, the worst hold path has a depth of 1.

The area fraction of the dominant cell type after synthesis is 17.8%. The instance tally after logic synthesis is around 89. Post-synth the commonest register cell is sky130_fd_sc_hd__dfxtp_1.

At the later pin of the worst-skew pair, clock insertion delay measures 0.23 ns. The design draws roughly 370 uW. Per the cell usage report, the commonest logic cells after layout are sky130_fd_sc_hd__clkdlybuf4s50_1 (14), sky130_fd_sc_hd__ha_1 (8), sky130_fd_sc_hd__dfxtp_1 (8). The worst register-to-register path depth is 3. The required time reported for the critical path endpoint is 1.84 ns. Looking at the critical path, the highest net fanout was 1. The leakage power summed over all cells is roughly 0.46 nW.

The biggest area contributor in the post-synthesis netlist is sky130_fd_sc_hd__dfxtp_1. For this run the aggregate overflow at the end of global routing stands at 0. The endpoint with the worst hold slack is clk_div_inst.divCnt[3]. The number of slew-limit violations in the final report is 0. Broken down by cell family, the worst path's largest delay share belongs to buffers and inverters. The timing report shows that the slowest cell on the worst path is sky130_fd_sc_hd__clkdlybuf4s50_1. Counting endpoints that fail hold in the final report gives 0. The critical path startpoint category is a register. The area used by sequential logic in the layout is just under 300 sq um.

After floorplanning, the core was divided into 29 placement rows. The fraction of the cycle the final worst path needs is 63.1%. For the pin with the worst max-slew slack, the measured transition is approximately 0.66 ns.

Dividing the detail-routed via count by the number of cells gives 3.66.
[kinds of logic (layout without fill, tap and decap cells)]
| logic type | after synthesis | after routing | share of synthesized area (%) |
|---|---|---|---|
| muxes | 8 | 8 | 10.7 |
| and+or+nand+nor | 29 | 29 | 19.6 |
| AOI/OAI and AO/OA | 16 | 16 | 13.9 |
| DFF | 13 | 13 | 32.3 |
| buffers and inverters | 13 | 25 | 10.3 |
| xor gates and xnor gates | 2 | 2 | 1.95 |
| adders and majority gates | 8 | 8 | 11.1 |
[worst max path at each step]
| stage | startpoint | endpoint | slack, ns | cells after the start |
|---|---|---|---|---|
| finish | count[1] | count[1] | 0.85 | 1 |
| global route | count[0] | count[0] | 0.81 | 1 |
| CTS | count[1] | count[1] | 0.83 | 1 |
[routing by layer]
layer  up-vias  track usage [%]  part of all wire, %
met5         -                0                    0
met3         2            0.972                  3.3
met1       306             4.13                   44
met4         0            0.435                 0.88
li1        337                -                    -
met2         6             6.67                   52
[sequential cells by signal, indices dropped and copies added (netlist names)]
register,cells
clk_div_inst.clkOut,1
clk_div_inst.divCnt,4
count,4
counter_inst.count,4
[cell type report]
cell class	count	share of cell area [%]
Inverter	7	2.58
Timing Repair Buffer	14	12.6
Clock buffer	4	4.04
Multi-Input combinational cell	63	46.2
Sequential cell	13	26.0
Tap cell	77	8.63
[cells in the mapped netlist, drive strengths merged, types with 2 or more instances]
| cell type | number |
|---|---|
| a21oi | 2 |
| a22o | 2 |
| a31oi | 2 |
| and2 | 5 |
| buf | 5 |
| dfrtp | 4 |
| dfxtp | 8 |
| ha | 8 |
| inv | 7 |
| mux2 | 3 |
| mux2i | 4 |
| nand2b | 2 |
| nand3 | 2 |
| nor2 | 6 |
| nor2b | 5 |
| nor3 | 3 |
| o21ai | 4 |
| o311ai | 2 |
[through the flow]
stage	worst slack (ns)	instances	cell area [sq um]
6_report	0.850	178	1120
5_1_grt	0.810	178	1120
4_1_cts	0.827	178	1120
3_5_place_dp	0.667	174	1070
3_3_place_gp	0.686	174	1070
2_1_floorplan	1.26	89	898
[report_power, final]
group          internal (mW)  switching (mW)  total (mW)
sequential             0.162        0.000519       0.162
clock                  0.120          0.0572       0.178
combinational         0.0152          0.0106      0.0257
total                  0.297          0.0683       0.365
No activity file was given, so power comes from the tool's default toggle rates.
